==> flow/design.v <==
module ADV7123_NTSC_colorbar (
    input            sclk,      
    input            rst_n,
    output reg [9:0] red,
    output reg [9:0] green,
    output reg [9:0] blue,
    output reg       blank_n,   
    output reg       sync_n     
);
parameter H_TOTAL = 6360; 
parameter V_TOTAL = 525;  
reg [11:0] h_cnt;
reg  [9:0] v_cnt;
always @(posedge sclk or negedge rst_n) 
begin
     if (!rst_n)
        h_cnt <= 0;
     else if (h_cnt == H_TOTAL-1)
        h_cnt <= 0;
     else
        h_cnt <= h_cnt + 1;
end
always @(posedge sclk or negedge rst_n) 
begin
     if (!rst_n)
        v_cnt <= 0;
     else if (h_cnt == H_TOTAL-1) 
     begin
        if (v_cnt == V_TOTAL-1)
           v_cnt <= 0;
        else
           v_cnt <= v_cnt + 1;
     end
end
always @(posedge sclk or negedge rst_n) 
begin
     if (!rst_n)
     begin
                                                             blank_n <= 1'b0; sync_n <= 1'b1; red <= {10{1'b0}}; green <= {10{1'b0}}; blue <= {10{1'b0}};  
	 end
     else if (((v_cnt >=   1-1)&&(  3-1 >= v_cnt))||   
              ((v_cnt >=   7-1)&&(  9-1 >= v_cnt))||   
              ((v_cnt >= 264-1)&&(265-1 >= v_cnt))||   
              ((v_cnt >= 270-1)&&(271-1 >= v_cnt)))    
     begin
          if      ((h_cnt >=    0)&&( 230-1 >= h_cnt)) begin blank_n <= 1'b0; sync_n <= 1'b0; red <= {10{1'b0}}; green <= {10{1'b0}}; blue <= {10{1'b0}}; end  
          else if ((h_cnt >=  230)&&(3180-1 >= h_cnt)) begin blank_n <= 1'b0; sync_n <= 1'b1; red <= {10{1'b0}}; green <= {10{1'b0}}; blue <= {10{1'b0}}; end  
          else if ((h_cnt >= 3180)&&(3410-1 >= h_cnt)) begin blank_n <= 1'b0; sync_n <= 1'b0; red <= {10{1'b0}}; green <= {10{1'b0}}; blue <= {10{1'b0}}; end  
          else if ((h_cnt >= 3410)&&(6360-1 >= h_cnt)) begin blank_n <= 1'b0; sync_n <= 1'b1; red <= {10{1'b0}}; green <= {10{1'b0}}; blue <= {10{1'b0}}; end  
     end
     else if (((v_cnt >=   4-1)&&(  6-1 >= v_cnt))||   
	            ((v_cnt >= 267-1)&&(268-1 >= v_cnt)))    
     begin
          if      ((h_cnt >=    0)&&(2730-1 >= h_cnt)) begin blank_n <= 1'b0; sync_n <= 1'b0; red <= {10{1'b0}}; green <= {10{1'b0}}; blue <= {10{1'b0}}; end  
          else if ((h_cnt >= 2730)&&(3180-1 >= h_cnt)) begin blank_n <= 1'b0; sync_n <= 1'b1; red <= {10{1'b0}}; green <= {10{1'b0}}; blue <= {10{1'b0}}; end  
          else if ((h_cnt >= 3180)&&(5910-1 >= h_cnt)) begin blank_n <= 1'b0; sync_n <= 1'b0; red <= {10{1'b0}}; green <= {10{1'b0}}; blue <= {10{1'b0}}; end  
          else if ((h_cnt >= 5910)&&(6360-1 >= h_cnt)) begin blank_n <= 1'b0; sync_n <= 1'b1; red <= {10{1'b0}}; green <= {10{1'b0}}; blue <= {10{1'b0}}; end  
     end
     else if (((v_cnt >=  10-1)&&( 20-1 >= v_cnt))||   
              ((v_cnt >= 273-1)&&(282-1 >= v_cnt)))    
     begin
          if      ((h_cnt >=    0)&&( 470-1 >= h_cnt)) begin blank_n <= 1'b0; sync_n <= 1'b0; red <= {10{1'b0}}; green <= {10{1'b0}}; blue <= {10{1'b0}}; end  
          else if ((h_cnt >=  470)&&(6360-1 >= h_cnt)) begin blank_n <= 1'b0; sync_n <= 1'b1; red <= {10{1'b0}}; green <= {10{1'b0}}; blue <= {10{1'b0}}; end  
          end
     else if (((v_cnt >=  21-1)&&(262-1 >= v_cnt))||   
              ((v_cnt >= 284-1)&&(525-1 >= v_cnt)))    
     begin
          if      ((h_cnt >=    0)&&( 470-1 >= h_cnt)) begin blank_n <= 1'b0; sync_n <= 1'b0; red <= {10{1'b0}}; green <= {10{1'b0}}; blue <= {10{1'b0}}; end  
          else if ((h_cnt >=  470)&&(1090-1 >= h_cnt)) begin blank_n <= 1'b0; sync_n <= 1'b1; red <= {10{1'b0}}; green <= {10{1'b0}}; blue <= {10{1'b0}}; end  
          else if ((h_cnt >= 1090)&&(1730-1 >= h_cnt)) begin blank_n <= 1'b1; sync_n <= 1'b1; red <= {10{1'b1}}; green <= {10{1'b1}}; blue <= {10{1'b1}}; end  
          else if ((h_cnt >= 1730)&&(2370-1 >= h_cnt)) begin blank_n <= 1'b1; sync_n <= 1'b1; red <= {10{1'b1}}; green <= {10{1'b1}}; blue <= {10{1'b0}}; end  
          else if ((h_cnt >= 2370)&&(3010-1 >= h_cnt)) begin blank_n <= 1'b1; sync_n <= 1'b1; red <= {10{1'b0}}; green <= {10{1'b1}}; blue <= {10{1'b1}}; end  
          else if ((h_cnt >= 3010)&&(3650-1 >= h_cnt)) begin blank_n <= 1'b1; sync_n <= 1'b1; red <= {10{1'b0}}; green <= {10{1'b1}}; blue <= {10{1'b0}}; end  
          else if ((h_cnt >= 3650)&&(4290-1 >= h_cnt)) begin blank_n <= 1'b1; sync_n <= 1'b1; red <= {10{1'b1}}; green <= {10{1'b0}}; blue <= {10{1'b1}}; end  
          else if ((h_cnt >= 4290)&&(4930-1 >= h_cnt)) begin blank_n <= 1'b1; sync_n <= 1'b1; red <= {10{1'b1}}; green <= {10{1'b0}}; blue <= {10{1'b0}}; end  
          else if ((h_cnt >= 4930)&&(5570-1 >= h_cnt)) begin blank_n <= 1'b1; sync_n <= 1'b1; red <= {10{1'b0}}; green <= {10{1'b0}}; blue <= {10{1'b1}}; end  
          else if ((h_cnt >= 5570)&&(6210-1 >= h_cnt)) begin blank_n <= 1'b1; sync_n <= 1'b1; red <= {10{1'b0}}; green <= {10{1'b0}}; blue <= {10{1'b0}}; end  
          else if ((h_cnt >= 6210)&&(6360-1 >= h_cnt)) begin blank_n <= 1'b0; sync_n <= 1'b1; red <= {10{1'b0}}; green <= {10{1'b0}}; blue <= {10{1'b0}}; end  
     end
     else if  (v_cnt == 263-1)                         
     begin
          if      ((h_cnt >=    0)&&( 470-1 >= h_cnt)) begin blank_n <= 1'b0; sync_n <= 1'b0; red <= {10{1'b0}}; green <= {10{1'b0}}; blue <= {10{1'b0}}; end  
          else if ((h_cnt >=  470)&&(1090-1 >= h_cnt)) begin blank_n <= 1'b0; sync_n <= 1'b1; red <= {10{1'b0}}; green <= {10{1'b0}}; blue <= {10{1'b0}}; end  
          else if ((h_cnt >= 1090)&&(1730-1 >= h_cnt)) begin blank_n <= 1'b1; sync_n <= 1'b1; red <= {10{1'b1}}; green <= {10{1'b1}}; blue <= {10{1'b1}}; end  
          else if ((h_cnt >= 1730)&&(2370-1 >= h_cnt)) begin blank_n <= 1'b1; sync_n <= 1'b1; red <= {10{1'b1}}; green <= {10{1'b1}}; blue <= {10{1'b0}}; end  
          else if ((h_cnt >= 2370)&&(3010-1 >= h_cnt)) begin blank_n <= 1'b1; sync_n <= 1'b1; red <= {10{1'b0}}; green <= {10{1'b1}}; blue <= {10{1'b1}}; end  
          else if ((h_cnt >= 3010)&&(3180-1 >= h_cnt)) begin blank_n <= 1'b1; sync_n <= 1'b1; red <= {10{1'b0}}; green <= {10{1'b1}}; blue <= {10{1'b0}}; end  
          else if ((h_cnt >= 3180)&&(3410-1 >= h_cnt)) begin blank_n <= 1'b0; sync_n <= 1'b0; red <= {10{1'b0}}; green <= {10{1'b0}}; blue <= {10{1'b0}}; end  
          else if ((h_cnt >= 3410)&&(6360-1 >= h_cnt)) begin blank_n <= 1'b0; sync_n <= 1'b1; red <= {10{1'b0}}; green <= {10{1'b0}}; blue <= {10{1'b0}}; end  
     end
     else if  (v_cnt == 266-1)                         
     begin
          if      ((h_cnt >=    0)&&( 230-1 >= h_cnt)) begin blank_n <= 1'b0; sync_n <= 1'b0; red <= {10{1'b0}}; green <= {10{1'b0}}; blue <= {10{1'b0}}; end  
          else if ((h_cnt >=  230)&&(3180-1 >= h_cnt)) begin blank_n <= 1'b0; sync_n <= 1'b1; red <= {10{1'b0}}; green <= {10{1'b0}}; blue <= {10{1'b0}}; end  
          else if ((h_cnt >= 3180)&&(5910-1 >= h_cnt)) begin blank_n <= 1'b0; sync_n <= 1'b0; red <= {10{1'b0}}; green <= {10{1'b0}}; blue <= {10{1'b0}}; end  
          else if ((h_cnt >= 5910)&&(6360-1 >= h_cnt)) begin blank_n <= 1'b0; sync_n <= 1'b1; red <= {10{1'b0}}; green <= {10{1'b0}}; blue <= {10{1'b0}}; end  
     end
     else if  (v_cnt == 269-1)                         
     begin
          if      ((h_cnt >=    0)&&(2730-1 >= h_cnt)) begin blank_n <= 1'b0; sync_n <= 1'b0; red <= {10{1'b0}}; green <= {10{1'b0}}; blue <= {10{1'b0}}; end  
          else if ((h_cnt >= 2730)&&(3180-1 >= h_cnt)) begin blank_n <= 1'b0; sync_n <= 1'b1; red <= {10{1'b0}}; green <= {10{1'b0}}; blue <= {10{1'b0}}; end  
          else if ((h_cnt >= 3180)&&(3410-1 >= h_cnt)) begin blank_n <= 1'b0; sync_n <= 1'b0; red <= {10{1'b0}}; green <= {10{1'b0}}; blue <= {10{1'b0}}; end  
          else if ((h_cnt >= 3410)&&(6360-1 >= h_cnt)) begin blank_n <= 1'b0; sync_n <= 1'b1; red <= {10{1'b0}}; green <= {10{1'b0}}; blue <= {10{1'b0}}; end  
     end
     else if  (v_cnt == 272-1)                         
     begin
          if      ((h_cnt >=    0)&&( 230-1 >= h_cnt)) begin blank_n <= 1'b0; sync_n <= 1'b0; red <= {10{1'b0}}; green <= {10{1'b0}}; blue <= {10{1'b0}}; end  
          else if ((h_cnt >=  230)&&(6360-1 >= h_cnt)) begin blank_n <= 1'b0; sync_n <= 1'b1; red <= {10{1'b0}}; green <= {10{1'b0}}; blue <= {10{1'b0}}; end  
     end
     else if  (v_cnt == 283-1)                         
     begin
          if      ((h_cnt >=    0)&&( 470-1 >= h_cnt)) begin blank_n <= 1'b0; sync_n <= 1'b0; red <= {10{1'b0}}; green <= {10{1'b0}}; blue <= {10{1'b0}}; end  
          else if ((h_cnt >=  470)&&(3180-1 >= h_cnt)) begin blank_n <= 1'b0; sync_n <= 1'b1; red <= {10{1'b0}}; green <= {10{1'b0}}; blue <= {10{1'b0}}; end  
          else if ((h_cnt >= 3180)&&(3650-1 >= h_cnt)) begin blank_n <= 1'b1; sync_n <= 1'b1; red <= {10{1'b0}}; green <= {10{1'b1}}; blue <= {10{1'b0}}; end  
          else if ((h_cnt >= 3650)&&(4290-1 >= h_cnt)) begin blank_n <= 1'b1; sync_n <= 1'b1; red <= {10{1'b1}}; green <= {10{1'b0}}; blue <= {10{1'b1}}; end  
          else if ((h_cnt >= 4290)&&(4930-1 >= h_cnt)) begin blank_n <= 1'b1; sync_n <= 1'b1; red <= {10{1'b1}}; green <= {10{1'b0}}; blue <= {10{1'b0}}; end  
          else if ((h_cnt >= 4930)&&(5570-1 >= h_cnt)) begin blank_n <= 1'b1; sync_n <= 1'b1; red <= {10{1'b0}}; green <= {10{1'b0}}; blue <= {10{1'b1}}; end  
          else if ((h_cnt >= 5570)&&(6210-1 >= h_cnt)) begin blank_n <= 1'b1; sync_n <= 1'b1; red <= {10{1'b0}}; green <= {10{1'b0}}; blue <= {10{1'b0}}; end  
          else if ((h_cnt >= 6210)&&(6360-1 >= h_cnt)) begin blank_n <= 1'b0; sync_n <= 1'b1; red <= {10{1'b0}}; green <= {10{1'b0}}; blue <= {10{1'b0}}; end  
     end
     else                                              begin blank_n <= 1'b0; sync_n <= 1'b1; red <= {10{1'b0}}; green <= {10{1'b0}}; blue <= {10{1'b0}}; end  
end
endmodule
==> flow/run.sh <==
#!/bin/bash
# OpenROAD 26Q1-2900-gdf79404cd8, Yosys 0.63+post, stock flow scripts
make -C /OpenROAD-flow-scripts/flow DESIGN_CONFIG=/design/flow/config.mk WORK_HOME=/design/flow/orfs finish
==> flow/config.mk <==
export PLATFORM = sky130hd
export DESIGN_NAME = ADV7123_NTSC_colorbar
export DESIGN_NICKNAME = ADV7123_NTSC_colorbar
export VERILOG_FILES = /design/flow/design.v
export SDC_FILE = /design/flow/constraint.sdc
export NUM_CORES = 4
export LEC_CHECK = 1
export CORE_AREA = 10 10 85 85
export DIE_AREA = 0 0 95 95
==> flow/constraint.sdc <==
current_design ADV7123_NTSC_colorbar

set clk_period 2.9
set clk_io_pct 0.2

create_clock -name clk0 -period $clk_period [get_ports {sclk}]

set non_clock_inputs [all_inputs -no_clocks]
set_input_delay [expr $clk_period * $clk_io_pct] -clock clk0 $non_clock_inputs
set_output_delay [expr $clk_period * $clk_io_pct] -clock clk0 [all_outputs]
==> impl_metrics.sql <==
-- implementation run metrics
INSERT INTO impl_metrics (metric_group, metric, value, unit) VALUES
('yosys', 'yosys_warnings', '1', ''),
('pwr', 'clock_power_share', '45.5', '%'),
('drt', 'drt-total-wl', '1330', 'µm'),
('critical_path', 'family_of_cells_with_the_greatest_summed_delay_on_the_critical_path', 'flip-flops', ''),
('pwr', 'power_density', '386', 'nW/µm²'),
('yosys', 'netlist.area_leader.share', '34.6', '%'),
('clock_tree', 'clock.latency.late_pin', '0.24', 'ns'),
('critical_path', 'timing.critical_path.cells', 'clkdlybuf4s50_1', ''),
('drt', 'antenna-diode-count', '0', ''),
('die', 'die_h', '95', 'µm'),
('critical_path', 'r2r_endpoint', 'h_cnt[10]$_DFF_PN0_', ''),
('critical_path', 'critPathMaxFanout', '1', ''),
('yosys', 'synth_area', '868', 'µm²'),
('outcome', 'outcome', 'finished, final reports clean', ''),
('critical_path', 'critPathBufInv', '1', ''),
('clock_tree', 'clkSinkCount', '13', ''),
('clock_tree', 'cts-hold-fix-buffers', '0', ''),
('drt', 'route.detailed.vias_per_inst', '2.92', ''),
('drt', 'drc', '0', ''),
('critical_path', 'critical_path_arrival', '1.19', 'ns'),
('pwr', 'power.internal', '280', 'µW'),
('grt', 'number_of_antenna_violations_at_the_first_check_in_global_routing', '0', ''),
('critical_path', 'max_stage_delay', '0.51', 'ns'),
('die', 'placementRows', '27', ''),
('cells_and_area', 'synthToLayoutAreaGrowth', '3.17', '%'),
('critical_path', 'worst-r2r-setup-slack', '1.38', 'ns'),
('drt', 'drt-initial-drc-count', '5', ''),
('clock_tree', 'post_cts_gate_resize_count', '0', ''),
('critical_path', 'critPathKind', 'reg2out', ''),
('clock_tree', 'clockBufferDepth', '2', ''),
('final_timing', 'post-route-worst-setup-slack', '1.13', 'ns'),
('yosys', 'topCellsByArea', 'sky130_fd_sc_hd__dfrtp_1 35%, sky130_fd_sc_hd__buf_4 28%, sky130_fd_sc_hd__xnor2_1 7.1%', ''),
('yosys', 'number_of_distinct_library_cell_variants_in_the_gate_level_netlist_after_synthesis', '23', ''),
('grt', 'grt_start_max_net_pins', '14', ''),
('pwr', 'switching_share', '19.1', '%'),
('pwr', 'switchingPower', '65.8', 'µW'),
('min_path', 'hold_path.class', 'reg2reg', ''),
('final_timing', 'finalSetupViolations', '0', ''),
('cells_and_area', 'layout.area.seq', '327', 'µm²'),
('drt', 'route.detailed.wl_per_inst', '8.15', 'µm'),
('grt', 'grt_first_pass_wirelength', '2230', 'µm'),
('clock_tree', 'number_of_buffers_added_by_the_clock_tree_synthesis_step', '3', ''),
('cells_and_area', 'layout-drive-gt1-share', '8.79', '%'),
('drt', 'vias', '476', ''),
('yosys', 'synth_cells', '87', ''),
('die', 'dieWidth', '95', 'µm'),
('min_path', 'worst_min_delay_path_endpoint', 'h_cnt[7]$_DFF_PN0_', ''),
('final_timing', 'final-hold-violation-count', '0', ''),
('cells_and_area', 'multi_input_gate_area', '399', 'µm²'),
('final_timing', 'worst_pin_slew', '0.568', 'ns'),
('min_path', 'min_path_cells', '1', ''),
('yosys', 'synth_area_leader_cell', 'sky130_fd_sc_hd__dfrtp_1', ''),
('critical_path', 'timing.critical_path.required', '2.32', 'ns'),
('yosys', 'yosysSeqAreaShare', '37.6', '%'),
('final_timing', 'finalSetupTns', '0', 'ns'),
('pwr', 'share_of_power_burned_in_registers', '52.6', '%'),
('cells_and_area', 'layout.cells.most_common_list', '31 x sky130_fd_sc_hd__conb_1, 12 x sky130_fd_sc_hd__dfrtp_1, 7 x sky130_fd_sc_hd__xnor2_1', ''),
('final_timing', 'min_period_over_period', '61.1', '%'),
('final_timing', 'grt_setup_unrepaired', 'false', ''),
('critical_path', 'cp_slowest_cell', 'sky130_fd_sc_hd__dfstp_2', ''),
('final_timing', 'min_period', '1.77', 'ns'),
('cells_and_area', 'lay_top_count', 'sky130_fd_sc_hd__conb_1', ''),
('final_timing', 'max_clock_freq', '565', 'MHz'),
('grt', 'via_count_of_the_first_global_routing_pass', '522', ''),
('final_timing', 'relSlewSlack', '62.0', '%'),
('pwr', 'p_leak', '0.000425', 'µW'),
('die', 'num_io_pins', '34', ''),
('cells_and_area', 'final-instance-count-excl-fill', '163', ''),
('placement', 'placement.io_buffers', '2', ''),
('placement', 'post-place-ws', '1.37', 'ns'),
('final_timing', 'timing_max_transition_violations_final', '0', '');
## metal layers
layer | wire length (µm) | vias up | track usage, %
met5 | 0 | - | 0
met4 | 24 | 0 | 0.873
met3 | 29 | 4 | 0.160
met2 | 650 | 18 | 4.81
met1 | 624 | 226 | 3.81
li1 | - | 228 | -
## cells in the mapped netlist
master,count
sky130_fd_sc_hd__ha_1,2
sky130_fd_sc_hd__o21a_1,1
sky130_fd_sc_hd__nor4_1,2
sky130_fd_sc_hd__xor2_1,3
sky130_fd_sc_hd__o21ai_0,3
sky130_fd_sc_hd__nor3_1,2
sky130_fd_sc_hd__dfstp_2,1
sky130_fd_sc_hd__nand3_2,1
sky130_fd_sc_hd__xnor2_1,7
sky130_fd_sc_hd__nand2_1,2
sky130_fd_sc_hd__a21oi_1,2
sky130_fd_sc_hd__or2_1,1
sky130_fd_sc_hd__inv_1,4
sky130_fd_sc_hd__dfrtp_1,12
sky130_fd_sc_hd__nand3_4,1
sky130_fd_sc_hd__a211oi_1,1
sky130_fd_sc_hd__nor2_1,2
sky130_fd_sc_hd__and3_2,1
sky130_fd_sc_hd__nand3_1,4
sky130_fd_sc_hd__conb_1,1
sky130_fd_sc_hd__and4b_1,1
sky130_fd_sc_hd__buf_4,32
sky130_fd_sc_hd__nor4_4,1
## state kept, by name (all words and copies together) (netlist names)
signal  flops
h_cnt      12
sync_n      1
## worst reg2reg max path, delay by kind of cell (launching register included)
| family | cells | cell delay (ns) |
|---|---|---|
| and+or+nand+nor | 3 | 0.58 |
| DFF | 1 | 0.44 |
| adders and majority gates | 1 | 0.24 |
| xor gates and xnor gates | 1 | 0.14 |
## layout make-up
type	instances	area share [%]
inverters	4	1.68
repair buffers	2	2.23
clock buffers	4	5.03
multi-input cells	68	44.6
flip-flops and latches	13	36.5
well taps	72	10.1
## stage by stage
step                      instance area, µm²  hold slack [ns]  power, µW
after floorplan                          981            0.284        214
after global placement                   851            0.489        194
after detailed placement                 851            0.512        193
after CTS                                896            0.522        352
after global routing                     896            0.543        362
final                                    896            0.517        345
## cell families after synthesis
| family | share of synthesized area [%] |
|---|---|
| AND-OR/OR-AND | 4.61 |
| buffers and inverters | 29.4 |
| XOR/XNOR | 10.1 |
| flip-flops | 37.6 |
| AND/OR/NAND/NOR | 15.0 |
| adder cells (fa/ha/maj) | 2.88 |
| other | 0.432 |
## how the worst max path moves through the flow
stage | from | end | slack (ns) | cells after the start
after CTS | sync_n$_DFFE_PN1P_ | sync_n | 1.11 | 1
after global routing | sync_n$_DFFE_PN1P_ | sync_n | 1.11 | 1
final | sync_n$_DFFE_PN1P_ | sync_n | 1.13 | 1
## power by group through the flow
stage                 Clock (µW)  Combinational, µW  Sequential (µW)
after CTS                    162               8.62              182
final                        157               6.80              182
after global routing         170               10.1              182
No activity file was given, so power comes from the tool's default toggle rates.
