File: design.v
module ADC3241_SPI(
     input             sclk,
     input             rst_n,
     output wire       spi_sclk,
     output wire [2:0] spi_cs,
     output wire       spi_mosi,
     input             spi_miso,
     output wire [2:0] adc_rst,
     output wire [2:0] adc_pdn,
     output  reg       spi_done
);
reg  [6:0] spi_cnt;
reg        sck;
reg        csn;
reg        mosi;
reg [13:0] addr;
reg  [7:0] dout;
reg  [4:0] spi_state;
reg  [3:0] spi_FSM;
reg  [3:0] wait_cnt;
always @(posedge sclk)
begin
     case(spi_FSM)
     0:                         begin                           spi_FSM <= spi_FSM+1; spi_done <= 0; end
     1: if      (28==spi_state) begin spi_state <= 0;           spi_FSM <= 4;                        end
        else if (spi_cnt>72)    begin spi_cnt   <= 0;           spi_FSM <= spi_FSM+1;                end
        else if (72>=spi_cnt)   begin spi_cnt   <= spi_cnt+1;                                        end
     2: if      (9>=wait_cnt)   begin wait_cnt  <= wait_cnt+1;                                       end
        else if (wait_cnt>9)    begin wait_cnt  <= 0;           spi_FSM <= spi_FSM+1;                end
     3: if      (27>=spi_state) begin spi_state <= spi_state+1; spi_FSM <= 1;                        end
     4: if      (28==spi_state) begin spi_state <= 0;           spi_FSM <= 7;                        end
        else if (spi_cnt>72)    begin spi_cnt   <= 0;           spi_FSM <= spi_FSM+1;                end
        else if (72>=spi_cnt)   begin spi_cnt   <= spi_cnt+1;                                        end
     5: if      (9>=wait_cnt)   begin wait_cnt  <= wait_cnt+1;                                       end
        else if (wait_cnt>9)    begin wait_cnt  <= 0;           spi_FSM <= spi_FSM+1;                end
     6: if      (27>=spi_state) begin spi_state <= spi_state+1; spi_FSM <= 4;                        end
     7: if      (28==spi_state) begin spi_state <= spi_state;   spi_FSM <= spi_FSM;   spi_done <= 1; end
        else if (spi_cnt>72)    begin spi_cnt   <= 0;           spi_FSM <= spi_FSM+1;                end
        else if (72>=spi_cnt)   begin spi_cnt   <= spi_cnt+1;                                        end
     8: if      (9>=wait_cnt)   begin wait_cnt  <= wait_cnt+1;                                       end
        else if (wait_cnt>9)    begin wait_cnt  <= 0;           spi_FSM <= spi_FSM+1;                end
     9: if      (27>=spi_state) begin spi_state <= spi_state+1; spi_FSM <= 7;                        end
     endcase
end
always @(posedge sclk)
begin
     case(spi_state)
     0  : begin addr[13:0] <= 14'h0000; dout[7:0] <= 8'h00; end
     1  : begin addr[13:0] <= 14'h0006; dout[7:0] <= 8'h00; end     
     2  : begin addr[13:0] <= 14'h0006; dout[7:0] <= 8'h01; end
     3  : begin addr[13:0] <= 14'h0006; dout[7:0] <= 8'h00; end
     4  : begin addr[13:0] <= 14'h0001; dout[7:0] <= 8'h00; end
     5  : begin addr[13:0] <= 14'h0003; dout[7:0] <= 8'h00; end
     6  : begin addr[13:0] <= 14'h0004; dout[7:0] <= 8'h00; end
     7  : begin addr[13:0] <= 14'h0005; dout[7:0] <= 8'h01; end
     8  : begin addr[13:0] <= 14'h0007; dout[7:0] <= 8'h00; end
     9  : begin addr[13:0] <= 14'h0009; dout[7:0] <= 8'h01; end
     10 : begin addr[13:0] <= 14'h000A; dout[7:0] <= 8'h00; end
     11 : begin addr[13:0] <= 14'h000B; dout[7:0] <= 8'h00; end
     12 : begin addr[13:0] <= 14'h000E; dout[7:0] <= 8'h00; end
     13 : begin addr[13:0] <= 14'h000F; dout[7:0] <= 8'h00; end
     14 : begin addr[13:0] <= 14'h0013; dout[7:0] <= 8'h00; end
     15 : begin addr[13:0] <= 14'h0015; dout[7:0] <= 8'h00; end
     16 : begin addr[13:0] <= 14'h0025; dout[7:0] <= 8'h00; end
     17 : begin addr[13:0] <= 14'h0027; dout[7:0] <= 8'h00; end
     18 : begin addr[13:0] <= 14'h041D; dout[7:0] <= 8'h00; end
     19 : begin addr[13:0] <= 14'h0422; dout[7:0] <= 8'h00; end
     20 : begin addr[13:0] <= 14'h0434; dout[7:0] <= 8'h00; end
     21 : begin addr[13:0] <= 14'h0439; dout[7:0] <= 8'h00; end
     22 : begin addr[13:0] <= 14'h051D; dout[7:0] <= 8'h00; end
     23 : begin addr[13:0] <= 14'h0522; dout[7:0] <= 8'h00; end
     24 : begin addr[13:0] <= 14'h0534; dout[7:0] <= 8'h00; end
     25 : begin addr[13:0] <= 14'h0539; dout[7:0] <= 8'h00; end
     26 : begin addr[13:0] <= 14'h0608; dout[7:0] <= 8'h00; end
     27 : begin addr[13:0] <= 14'h070A; dout[7:0] <= 8'h00; end
     endcase
end
always @(posedge sclk)
begin
     case(spi_cnt)
     0  : begin sck <= 1; csn <= 1; mosi <= 0;        end
     1  : begin sck <= 0; csn <= 0; mosi <= 0;        end
     2  : begin sck <= 1; csn <= 0; mosi <= 0;        end
     3  : begin sck <= 0; csn <= 0; mosi <= 0;        end
     4  : begin sck <= 0; csn <= 0; mosi <= 1;        end
     5  : begin sck <= 1; csn <= 0; mosi <= 1;        end
     6  : begin sck <= 0; csn <= 0; mosi <= 1;        end
     7  : begin sck <= 0; csn <= 0; mosi <= addr[13]; end
     8  : begin sck <= 1; csn <= 0; mosi <= addr[13]; end
     9  : begin sck <= 0; csn <= 0; mosi <= addr[13]; end
     10 : begin sck <= 0; csn <= 0; mosi <= addr[12]; end
     11 : begin sck <= 1; csn <= 0; mosi <= addr[12]; end
     12 : begin sck <= 0; csn <= 0; mosi <= addr[12]; end
     13 : begin sck <= 0; csn <= 0; mosi <= addr[11]; end
     14 : begin sck <= 1; csn <= 0; mosi <= addr[11]; end
     15 : begin sck <= 0; csn <= 0; mosi <= addr[11]; end
     16 : begin sck <= 0; csn <= 0; mosi <= addr[10]; end
     17 : begin sck <= 1; csn <= 0; mosi <= addr[10]; end
     18 : begin sck <= 0; csn <= 0; mosi <= addr[10]; end
     19 : begin sck <= 0; csn <= 0; mosi <= addr[9];  end
     20 : begin sck <= 1; csn <= 0; mosi <= addr[9];  end
     21 : begin sck <= 0; csn <= 0; mosi <= addr[9];  end
     22 : begin sck <= 0; csn <= 0; mosi <= addr[8];  end
     23 : begin sck <= 1; csn <= 0; mosi <= addr[8];  end
     24 : begin sck <= 0; csn <= 0; mosi <= addr[8];  end
     25 : begin sck <= 0; csn <= 0; mosi <= addr[7];  end
     26 : begin sck <= 1; csn <= 0; mosi <= addr[7];  end
     27 : begin sck <= 0; csn <= 0; mosi <= addr[7];  end
     28 : begin sck <= 0; csn <= 0; mosi <= addr[6];  end
     29 : begin sck <= 1; csn <= 0; mosi <= addr[6];  end
     30 : begin sck <= 0; csn <= 0; mosi <= addr[6];  end
     31 : begin sck <= 0; csn <= 0; mosi <= addr[5];  end
     32 : begin sck <= 1; csn <= 0; mosi <= addr[5];  end
     33 : begin sck <= 0; csn <= 0; mosi <= addr[5];  end
     34 : begin sck <= 0; csn <= 0; mosi <= addr[4];  end
     35 : begin sck <= 1; csn <= 0; mosi <= addr[4];  end
     36 : begin sck <= 0; csn <= 0; mosi <= addr[4];  end
     37 : begin sck <= 0; csn <= 0; mosi <= addr[3];  end
     38 : begin sck <= 1; csn <= 0; mosi <= addr[3];  end
     39 : begin sck <= 0; csn <= 0; mosi <= addr[3];  end
     40 : begin sck <= 0; csn <= 0; mosi <= addr[2];  end
     41 : begin sck <= 1; csn <= 0; mosi <= addr[2];  end
     42 : begin sck <= 0; csn <= 0; mosi <= addr[2];  end
     43 : begin sck <= 0; csn <= 0; mosi <= addr[1];  end
     44 : begin sck <= 1; csn <= 0; mosi <= addr[1];  end
     45 : begin sck <= 0; csn <= 0; mosi <= addr[1];  end
     46 : begin sck <= 0; csn <= 0; mosi <= addr[0];  end
     47 : begin sck <= 1; csn <= 0; mosi <= addr[0];  end
     48 : begin sck <= 0; csn <= 0; mosi <= addr[0];  end
     49 : begin sck <= 0; csn <= 0; mosi <= dout[7];  end
     50 : begin sck <= 1; csn <= 0; mosi <= dout[7];  end
     51 : begin sck <= 0; csn <= 0; mosi <= dout[7];  end
     52 : begin sck <= 0; csn <= 0; mosi <= dout[6];  end
     53 : begin sck <= 1; csn <= 0; mosi <= dout[6];  end
     54 : begin sck <= 0; csn <= 0; mosi <= dout[6];  end
     55 : begin sck <= 0; csn <= 0; mosi <= dout[5];  end
     56 : begin sck <= 1; csn <= 0; mosi <= dout[5];  end
     57 : begin sck <= 0; csn <= 0; mosi <= dout[5];  end
     58 : begin sck <= 0; csn <= 0; mosi <= dout[4];  end
     59 : begin sck <= 1; csn <= 0; mosi <= dout[4];  end
     60 : begin sck <= 0; csn <= 0; mosi <= dout[4];  end
     61 : begin sck <= 0; csn <= 0; mosi <= dout[3];  end
     62 : begin sck <= 1; csn <= 0; mosi <= dout[3];  end
     63 : begin sck <= 0; csn <= 0; mosi <= dout[3];  end
     64 : begin sck <= 0; csn <= 0; mosi <= dout[2];  end
     65 : begin sck <= 1; csn <= 0; mosi <= dout[2];  end
     66 : begin sck <= 0; csn <= 0; mosi <= dout[2];  end
     67 : begin sck <= 0; csn <= 0; mosi <= dout[1];  end
     68 : begin sck <= 1; csn <= 0; mosi <= dout[1];  end
     69 : begin sck <= 0; csn <= 0; mosi <= dout[1];  end
     70 : begin sck <= 0; csn <= 0; mosi <= dout[0];  end
     71 : begin sck <= 1; csn <= 0; mosi <= dout[0];  end
     72 : begin sck <= 0; csn <= 0; mosi <= dout[0];  end
     endcase
end
assign adc_pdn[2:0] = 3'b000;
assign adc_rst[2:0] = 3'b000;
assign spi_sclk     = sck ;
assign spi_cs[0]    = ((spi_FSM==1)||(spi_FSM==2)||(spi_FSM==3)) ? csn : 1'b1 ;
assign spi_cs[1]    = ((spi_FSM==4)||(spi_FSM==5)||(spi_FSM==6)) ? csn : 1'b1 ;
assign spi_cs[2]    = ((spi_FSM==7)||(spi_FSM==8)||(spi_FSM==9)) ? csn : 1'b1 ;
assign spi_mosi     = mosi;
endmodule
File: constraint.sdc
current_design ADC3241_SPI

set clk_period 4.7
set clk_io_pct 0.2

create_clock -name clk0 -period $clk_period [get_ports {sclk}]

set non_clock_inputs [all_inputs -no_clocks]
set_input_delay [expr $clk_period * $clk_io_pct] -clock clk0 $non_clock_inputs
set_output_delay [expr $clk_period * $clk_io_pct] -clock clk0 [all_outputs]
File: config.mk
export PLATFORM = sky130hd
export DESIGN_NAME = ADC3241_SPI
export DESIGN_NICKNAME = ADC3241_SPI
export VERILOG_FILES = /design/flow/design.v
export SDC_FILE = /design/flow/constraint.sdc
export NUM_CORES = 4
export LEC_CHECK = 1
export CORE_UTILIZATION = 40
File: run.sh
#!/bin/bash
# OpenROAD 26Q1-2900-gdf79404cd8, Yosys 0.63+post, stock flow scripts
make -C /OpenROAD-flow-scripts/flow DESIGN_CONFIG=/design/flow/config.mk WORK_HOME=/design/flow/orfs finish
==> impl_report.txt <==
PHYSICAL IMPLEMENTATION REPORT
----------------------------------------------------
[Synth]
  Post-synth top flop ........................ sky130_fd_sc_hd__edfxtp_1
  Syn Std Cell Area ........................ 3332 sq um
  Count of library flops with an enable pin ........................ 34
  Main area contributors ........................ sky130_fd_sc_hd__edfxtp_1, sky130_fd_sc_hd__ha_1, sky130_fd_sc_hd__nor2_1
  Number of warnings reported in the yosys synthesis log ........................ 1
  Synthesized chip area reported by yosys ........................ 3332 sq um
  Share of flip-flops with an asynchronous set or reset ........................ 0%
  Top-area cell type share of the netlist area ........................ 30.64%
  Post-synthesis cell type with the largest instance count ........................ sky130_fd_sc_hd__nor2_1
  Post-synth top cells ........................ sky130_fd_sc_hd__nor2_1, sky130_fd_sc_hd__nand2_1, sky130_fd_sc_hd__edfxtp_1, sky130_fd_sc_hd__o21ai_0, sky130_fd_sc_hd__a21oi_1
  Mapped Cells ........................ 415
  Avg Synthesized Cell Area ........................ 8.029 sq um
  Yosys stat cell total ........................ 415
  Unique masters post-synth ........................ 67
  FF+latch count, synth ........................ 34
  Seq share, synth ........................ 30.64%
  Cell taking the most area after synthesis ........................ sky130_fd_sc_hd__edfxtp_1

[CTS]
  Clk Tree Root Cell ........................ sky130_fd_sc_hd__clkbuf_8
  Worst-path clk slew ........................ 70 ps
  Number of buffers inserted for hold repair after clock tree synthesis ........................ 0
  Clock buffer depth ........................ 2
  Resize count post-CTS ........................ 0
  Number of setup buffers added after CTS ........................ 0
  Insertion Delay late pin ........................ 290 ps
  CTS H-tree lvls ........................ 2
  CTS tree ........................ yes
  Number of sinks handled by clock tree synthesis ........................ 34
  TritonCTS buffer count ........................ 5

[Global route]
  Grt total ovfl ........................ 0
  GRT Resource Usage Total ........................ 19.21%
  Antenna violations before repair ........................ 0
  Via count of the first global-routing pass ........................ 2716
  Largest net degree at the start of global routing ........................ 36
  Global-route wire length before repair ........................ 13.03 mm

[Floorplan]
  Floorplan die width ........................ 93.27 um
  Die Size ........................ 8699 sq um
  Height of the die ........................ 93.27 um
  Floorplan Core Area ........................ 7888 sq um
  Row Count ........................ 32
  Number of I/O pins ........................ 15
  Floorplan-stage core utilization ........................ 42.24%

[Job]
  Total number of warnings across the stage logs ........................ 40
  Tally of max-capacitance violations ........................ 0

[Power and ir drop]
  Sequential power share ........................ 50.4%
  Fraction of power consumed by the clock network ........................ 49.5%
  Psw ........................ 109.8 uW
  Switching fraction of total power ........................ 16.88%
  Static leakage power ........................ 1.144 nW
  Internal cell power ........................ 540.5 uW
  Maximum vdd ir drop ........................ 168.2 uV
  Power density over the cells ........................ 186.4 nW/um^2
  Final Power ........................ 650.3 uW
  Relative contribution of combinational cells to total power ........................ 0%

[Detailed routing]
  Post-route DRC violation count ........................ 0
  Iter 0 DRT Violations ........................ 166
  Routed wire per std cell ........................ 15.40 um
  Number of iterations in the first detailed-routing pass ........................ 4
  Final ANT Viol Nets ........................ 0
  Total antenna diodes in the routed design ........................ 0
  Detailed Route WL ........................ 7.655 mm
  Vias per cell ........................ 6.008
  DR vias ........................ 2986

[STA]
  Final Max Tran Viols ........................ 0
  Count of final hold-check violations ........................ 0
  Achievable clock frequency ........................ 320.9 MHz
  Final critical path time including I/O delays and setup ........................ 3117 ps
  Worst-margin pin slew ........................ 850.4 ps
  Worst max-slew margin expressed relative to the limit ........................ 43.19%
  Setup repair after global routing missed its margin ........................ false
  Final worst-path cycle share ........................ 66.31%
  Post-route clock skew ........................ 6.633 ps
  Number of endpoints failing setup at the final stage ........................ 0
  Setup TNS ........................ 0 ps
  Worst slack on hold paths ........................ 582.7 ps

[Cells and area]
  Layout cells sized above 1 ........................ 5.570%
  Final instance area ........................ 3488 sq um
  Synthesis-to-layout area growth ........................ 4.694%

[Setup path]
  CP Buf/Inv Count ........................ 1
  Type of element capturing the critical path ........................ output pin
  Max Fanout on Critical Path ........................ 22
  Worst stage delay on the critical path ........................ 750 ps
  Cell family with the largest share of critical-path delay ........................ flip-flops
  Count of cells along the worst register-to-register path ........................ 7
  Data arrival time of the critical path ........................ 2180 ps
  Capture point of the worst reg-to-reg path ........................ mosi
  Data required time of the critical path ........................ 3760 ps
  Register-to-register setup slack ........................ 1930 ps
  Slowest stage cell, crit path ........................ sky130_fd_sc_hd__edfxtp_1
  Source of the worst register-to-register timing path ........................ spi_cnt[0]
  Kind of critical path ........................ flop to output pin
  Startpoint type of the worst setup path ........................ flop
  Crit-path most repeated cell ........................ sky130_fd_sc_hd__nand2_1
  Critical Path, Cell by Cell ........................ nor2b_1 > nand2_1 > o21ai_0 > nand2_1 > clkdlybuf4s50_1

[Worst hold path]
  Tightest Hold Check Type ........................ flop to flop
  Min-delay src ........................ addr[0]
  Hold path depth ........................ 2
  Endpoint with the worst hold slack ........................ mosi

[Placement]
  Final weighted congestion in routability-driven placement ........................ 0.8842
  DP HPWL ........................ 5.285 mm
  Count of port buffers added during placement ........................ 6
  Placed cell area ........................ 3351 sq um

[Outcome]
  Result of the run ........................ finished clean

----------------------------------------------------
## per-layer routing
layer / global-route usage [%] / wire length (um)
met1: 31.65 / 3695
met5: 0 / 0
met2: 27.63 / 3345
met3: 2.812 / 431
met4: 4.359 / 182
## worst max path at each step
stage,endpoint,depth (start not counted),slack (ps),start
after CTS,spi_cs[2],5,1610,spi_FSM[2]
after global routing,spi_cs[2],5,1340,spi_FSM[2]
final,spi_cs[2],5,1580,spi_FSM[2]
## area by class of cell
class                      count  area [sq um]
inverter                      21         78.83
clock inverter                 3         68.82
multi-input combinational    323          2041
clock buffer                   5         68.82
tap                          102         127.6
sequential                    34          1021
timing repair buffer           9         82.58
fill                         785          4399
## worst min-delay path: stages (launching register included)
cell	delay (ps)
sky130_fd_sc_hd__edfxtp_1	330
sky130_fd_sc_hd__a22oi_1	60
sky130_fd_sc_hd__nand4_1	90
## metrics by stage
step	utilization (%)	std cells	setup slack, ps
after floorplan	-	420	2279
after global placement	42.48	489	1916
after detailed placement	42.48	489	1923
after CTS	44.23	497	1607
after global routing	44.23	497	1339
final	44.23	497	1583
## power groups by stage
stage | Clock (mW) | Combinational, mW | Sequential [mW]
4_1_cts | 0.332 | 0.000132 | 0.328
5_1_grt | 0.345 | 0.000419 | 0.328
6_report | 0.322 | 0.0000711 | 0.328
## cells by family after synthesis
family / count (synthesis) / share of synthesized area, %
compound gates: 128 / 26.17
xor+xnor: 8 / 2.103
fa+ha+maj: 18 / 6.759
buf+inv: 63 / 8.674
flops: 34 / 30.64
mux: 2 / 0.6009
other cells: 1 / 0.1125
simple gates: 161 / 24.93
## sequential cells by signal (all words and copies together) (netlist names)
register,cells
csn,1
spi_FSM,4
sck,1
spi_cnt,7
addr,9
dout,1
spi_done,1
wait_cnt,4
mosi,1
spi_state,5
## cell usage in the layout (no fill, tap or decap), types with 5 or more instances in the layout
master,instances
sky130_fd_sc_hd__and3_1,8
sky130_fd_sc_hd__o22ai_1,5
sky130_fd_sc_hd__a21oi_1,24
sky130_fd_sc_hd__nor2b_1,10
sky130_fd_sc_hd__nor3_1,11
sky130_fd_sc_hd__clkdlybuf4s50_1,6
sky130_fd_sc_hd__inv_1,19
sky130_fd_sc_hd__o21ai_0,32
sky130_fd_sc_hd__clkbuf_8,5
sky130_fd_sc_hd__nand2_1,35
sky130_fd_sc_hd__edfxtp_1,34
sky130_fd_sc_hd__conb_1,6
sky130_fd_sc_hd__a31oi_1,5
sky130_fd_sc_hd__or4_1,5
sky130_fd_sc_hd__nand4_1,9
sky130_fd_sc_hd__o221ai_1,6
sky130_fd_sc_hd__nand2b_1,5
sky130_fd_sc_hd__o21bai_1,5
sky130_fd_sc_hd__ha_1,18
sky130_fd_sc_hd__o311ai_0,9
sky130_fd_sc_hd__nor2_1,43
sky130_fd_sc_hd__xnor2_1,6
sky130_fd_sc_hd__nand3_1,8
Power figures rest on the tool's default switching activity, not on a simulated workload.
